## design/flow/config.mk

```make
export PLATFORM = sky130hd
export DESIGN_NAME = baugh_src
export DESIGN_NICKNAME = baugh_src
export VERILOG_FILES = /design/flow/design.v
export SDC_FILE = /design/flow/constraint.sdc
export NUM_CORES = 4
export LEC_CHECK = 1
export CORE_AREA = 10 10 73 73
export DIE_AREA = 0 0 83 83
```

## design/flow/constraint.sdc

```tcl
current_design baugh_src

set clk_period 6.1
set clk_io_pct 0.2

create_clock -name clk0 -period $clk_period

set non_clock_inputs [all_inputs -no_clocks]
set_input_delay [expr $clk_period * $clk_io_pct] -clock clk0 $non_clock_inputs
set_output_delay [expr $clk_period * $clk_io_pct] -clock clk0 [all_outputs]
```

## design/flow/design.v

```verilog
`timescale 1ns / 1ps
module baugh_src(
    input [3:0] a,
    input [3:0] b,
    output [7:0] p
    );
    wire [2:0] d1;
    wire [3:0] s1;
    wire [2:0] d2;
    wire [3:0] s2;
    wire [2:0] d3;
    wire [3:0] s3;
    wire [2:0] d4;
    wire [3:0] s4;
    wire cout;
    row_a r1(a,b[0],3'b0,4'b0,p[0],d1,s1);
    row_a r2(a,b[1],d1,s1,p[1],d2,s2);
    row_a r3(a,b[2],d2,s2,p[2],d3,s3);
    row_b r4(a,b[3],d3,s3,p[3],d4,s4);
    RCA r5({1'b1,d4},s4,1'b1,p[7:4],cout);
endmodule
`timescale 1ns / 1ps
module gray_cell(
    input a,
    input b,
    input c,
    input s,
    output sout,
    output cout
    );
    wire w1;
    nand na1(w1,a,b);
    full_adder_9_1 f1(sout,cout,w1,s,c);
    endmodule
`timescale 1ns / 1ps
module row_a(
    input [3:0] a,
    input b,
    input [2:0] diag,
    input [3:0] str,
    output p,
    output [2:0] diag_out,
    output [3:0] str_out
    );
    gray_cell g1(a[3],b,str[3],1'b0,diag_out[2],str_out[3]);
    white_cell w1(a[2],b,str[2],diag[2],diag_out[1],str_out[2]);
    white_cell w2(a[1],b,str[1],diag[1],diag_out[0],str_out[1]);
    white_cell w3(a[0],b,str[0],diag[0],p,str_out[0]);
endmodule
`timescale 1ns / 1ps
module row_b(
    input [3:0] a,
    input b,
    input [2:0] diag,
    input [3:0] str,
    output p,
    output [2:0] diag_out,
    output [3:0] str_out
    );
    white_cell w1(a[3],b,str[3],1'b0,diag_out[2],str_out[3]);
    gray_cell g1(a[2],b,str[2],diag[2],diag_out[1],str_out[2]);
    gray_cell g2(a[1],b,str[1],diag[1],diag_out[0],str_out[1]);
    gray_cell g3(a[0],b,str[0],diag[0],p,str_out[0]);
endmodule
`timescale 1ns / 1ps
module white_cell(
    input a,
    input b,
    input c,
    input s,
    output sout,
    output cout
    );
    wire w1;
    and a1(w1,a,b);
    full_adder_9_1 f1(sout,cout,w1,s,c);
endmodule
`timescale 1ns / 1ps
module RCA(a,b,cin,sum,cout);
	input [3:0] a,b;   
	input cin;
	output [3:0] sum;
	output cout;
	wire [2:0] p;
	full_adder_9_1 fa1(.a(a[0]),.b(b[0]),.cin(cin),.s(sum[0]),.cout(p[0]));
	full_adder_9_1 fa2(.a(a[1]),.b(b[1]),.cin(p[0]),.s(sum[1]),.cout(p[1]));
	full_adder_9_1 fa3(.a(a[2]),.b(b[2]),.cin(p[1]),.s(sum[2]),.cout(p[2]));
	full_adder_9_1 fa4(.a(a[3]),.b(b[3]),.cin(p[2]),.s(sum[3]),.cout(cout));
endmodule
`timescale 1ns / 1ps
module full_adder_9_1(s,cout,a,b,cin);
output s,cout;
input a,b,cin;
wire w1,w2,w3;
assign s=a^b^cin;
assign cout = a&b | (a^b)&cin;
endmodule
```

## design/flow/run.sh

```bash
#!/bin/bash
# OpenROAD 26Q1-2900-gdf79404cd8, Yosys 0.63+post, stock flow scripts
make -C /OpenROAD-flow-scripts/flow DESIGN_CONFIG=/design/flow/config.mk WORK_HOME=/design/flow/orfs finish
```

==> flow_metrics.tcl <==
# flow metrics
set metrics [dict create \
    slew_violations 0 \
    fin_crit_sh_pct 95.88 \
    ff_count 0 \
    ys_cells 45 \
    dpl.hpwl_um 829.1 \
    tightest_slew_ns 0.1498 \
    finalPower_uw 64.96 \
    p_sw_uw 21.34 \
    postRouteAntennaNets 0 \
    port_buffers 16 \
    grt_usage_pct 2.401 \
    final_cells 101 \
    cp_data_arrival_time_ns 4.63 \
    endpoint_kind "output port" \
    rsz0062_at_grt "no" \
    p_comb_share_pct 100.0 \
    place_area_um2 554.3 \
    synth_chip_area_um2 394.1 \
    synth_top_cell_by_area "fa_1" \
    gp_congestion 0.7337 \
    grt_antenna_before_repair 0 \
    die_h_um 83 \
    drt-pass1-iter-count 2 \
    grt_max_degree 5 \
    postCtsSetupRepairBufs 0 \
    clkPwrFrac_pct 0 \
    wirelength_um 808 \
    switching_share_pct 32.85 \
    syn_to_final_growth_pct 40.64 \
    crit_type "in -> out" \
    worstPathRequired_ns 4.88 \
    clock_buffers 0 \
    pwr-share-seq_pct 0 \
    num_vias 285 \
    avgSynthCellArea_um2 8.758 \
    setup_violations 0 \
    syn_area_um2 394.1 \
    drive_above_1_share_pct 0 \
    synthTopCellsByArea "fa_1, and2_1, buf_4, ha_1, inv_1" \
    fin_area_um2 554.3 \
    startpoint_type "input pin" \
    wl_per_cell_um 8.000 \
    core_um2 3744 \
    hold_violations 0 \
    grt_pass1_vias 324 \
    relSlewSlack_pct 89.98 \
    grt-ovfl-total 0 \
    num_antenna_cells 0 \
    vias_per_cell 2.822 \
    synth_cell_types 6 \
    drt-initial-drc-count 1 \
    fin_crit_ns 5.848 \
    leakage_nw 0.2388 \
    common_cells "and2_1, inv_1, buf_4, fa_1" \
    setup_tns_ns 0 \
    nFillCells 446 \
    status "finished clean" \
    maxCapViolations 0 \
    yosysWarnings 0 \
    path_max_fanout 4 \
    grt_pass1_wl_um 1442 \
    comb_area_um2 300.3 \
    ys_seq_share_pct 0 \
    top_cell_area_share_pct 40.63 \
    utilization_pct 14.81 \
    num_rows 22 \
    top_cell "and2_1" \
    p_int_uw 43.62 \
    power.density_nw_per_um2 117.2 \
    cts_hold_buf 0 \
    syn_inst 45 \
    chip_area_um2 6889 \
    hold_path.class "in -> out" \
    initial_utilization_pct 10.53 \
    die_x_um 83 \
    final-seq-area_um2 0 \
    drc 0 \
    fmaxAchievable_ghz 0.1710 \
    post_cts_resized 0 \
    vdd_drop_max_v 0.00001436 \
    io_pins 16 \
    tool_warnings 32 \
    placedCellCount 101 \
]
-- worst paths after layout --
path	end	slack, ns	startpoint	cells past startpoint
setup / recovery	p[6]	0.25	b[1]	13
hold / removal	p[0]	3.43	a[0]	3
-- layer usage --
layer | track usage, % | part of all wire [%] | vias up
met2 | 5.307 | 64 | 4
met5 | 0 | 0 | -
met1 | 2.258 | 32 | 143
li1 | - | - | 138
met4 | 0 | 0 | 0
met3 | 0.3937 | 3.8 | 0
-- critical path, cell delays in order --
cell             delay [ns]
clkdlybuf4s50_1        0.45
and2_1                 0.18
ha_1                   0.31
fa_1                   0.48
fa_1                   0.40
inv_1                  0.07
ha_1                   0.13
inv_1                  0.04
fa_1                   0.36
inv_1                  0.07
fa_1                   0.40
inv_1                  0.06
clkdlybuf4s50_1        0.45
-- power by group through the flow --
stage / Sequential [mW] / Combinational, mW / Clock, mW
CTS: 0 / 0.0694 / 0
global route: 0 / 0.0787 / 0
finish: 0 / 0.0650 / 0
-- cell families after synthesis --
group,share of synthesized area [%]
adders and majority gates,53.33
buffers and inverters,23.81
and+or+nand+nor,22.86
-- final cells by class --
class	instances	share of cell area (%)
well taps	48	10.84
repair buffers	16	28.89
inverters	9	6.095
multi-input cells	28	54.18
-- metrics by stage --
step	hold slack, ns	setup WS (ns)
2_1_floorplan	2.616	1.201
3_3_place_gp	3.452	0.2081
3_5_place_dp	3.445	0.2072
4_1_cts	3.445	0.1962
5_1_grt	3.482	0.06523
6_report	3.427	0.2516
-- cells in the final DEF, fill, tap and decap left out --
cell             synthesis  final
clkdlybuf4s50_1          0     16
inv_1                    9      9
nand2_1                  4      4
ha_1                     4      4
fa_1                     8      8
and2_1                  12     12
Power is estimated from default activity; no workload was simulated.
