### design/flow/config.mk
export PLATFORM = sky130hd
export DESIGN_NAME = multiplier
export DESIGN_NICKNAME = multiplier
export VERILOG_FILES = /design/flow/design.v
export SDC_FILE = /design/flow/constraint.sdc
export NUM_CORES = 4
export LEC_CHECK = 1
export CORE_AREA = 10 10 72 72
export DIE_AREA = 0 0 82 82
### design/flow/constraint.sdc
current_design multiplier

set clk_period 7.7
set clk_io_pct 0.2

create_clock -name clk0 -period $clk_period

set non_clock_inputs [all_inputs -no_clocks]
set_input_delay [expr $clk_period * $clk_io_pct] -clock clk0 $non_clock_inputs
set_output_delay [expr $clk_period * $clk_io_pct] -clock clk0 [all_outputs]
### design/flow/design.v
`timescale 1ns / 1ps
module full_adder(
    output sum,
    output carry_out,  
    input x,
    input y,
    input carry_in   
    );
wire prop,gen,pr_cin;
xor x1(prop,x,y);
xor x2(sum,prop,carry_in);
and a1(pr_cin,prop,carry_in);
and a2(gen,x,y);
or o1(carry_out,gen,pr_cin);
endmodule
`timescale 1ns / 1ps
module half_adder(
    output sum, 
    output carry_out,
    input x,
    input y
    );
xor x1(sum,x,y);
and a1(carry_out,x,y);
endmodule
`timescale 1ns / 1ps
module multiplier(
    input [3:0] a,
    input [3:0] b,
    output [7:0] prod
    );
    wire prod_buff [14:0];
    wire carry_buff [11:0];
    wire sum_buff[5:0];
    and a1(prod[0],a[0],b[0]);
    and a2(prod_buff[0],a[1],b[0]);  
    and a3(prod_buff[1],a[0],b[1]);  
    and a4(prod_buff[2],a[2],b[0]);  
    and a5(prod_buff[3],a[1],b[1]);  
    and a6(prod_buff[4],a[0],b[2]);  
    and a7(prod_buff[5],a[3],b[0]);  
    and a8(prod_buff[6],a[2],b[1]);  
    and a9(prod_buff[7],a[1],b[2]);  
    and a10(prod_buff[8],a[0],b[3]);  
    and a11(prod_buff[9],a[3],b[1]);  
    and a12(prod_buff[10],a[2],b[2]);  
    and a13(prod_buff[11],a[1],b[3]);  
    and a14(prod_buff[12],a[3],b[2]);  
    and a15(prod_buff[13],a[2],b[3]);  
    and a16(prod_buff[14],a[3],b[3]);  
    half_adder h1(prod[1],carry_buff[0],prod_buff[0],prod_buff[1]);
    full_adder f1(sum_buff[0],carry_buff[1],prod_buff[3],prod_buff[2],carry_buff[0]);
    half_adder h2(prod[2],carry_buff[2],sum_buff[0],prod_buff[4]);
    full_adder f2(sum_buff[1],carry_buff[3],prod_buff[5],prod_buff[6],carry_buff[1]);
    full_adder f3(sum_buff[2],carry_buff[4],prod_buff[7],sum_buff[1],carry_buff[2]);
    half_adder h3(prod[3],carry_buff[5],prod_buff[8],sum_buff[2]);
    full_adder f4(sum_buff[3],carry_buff[6],prod_buff[9],carry_buff[3],carry_buff[4]);
    full_adder f5(sum_buff[4],carry_buff[7],prod_buff[10],sum_buff[3],carry_buff[5]);
    half_adder h4(prod[4],carry_buff[8],prod_buff[11],sum_buff[4]);
    full_adder f6(sum_buff[5],carry_buff[9],carry_buff[6],carry_buff[7],prod_buff[12]);
    full_adder f7(prod[5],carry_buff[10],sum_buff[5],prod_buff[13],carry_buff[8]);
    full_adder f8(prod[6],prod[7],carry_buff[9],prod_buff[14],carry_buff[10]);
endmodule
### design/flow/run.sh
#!/bin/bash
# OpenROAD 26Q1-2900-gdf79404cd8, Yosys 0.63+post, stock flow scripts
make -C /OpenROAD-flow-scripts/flow DESIGN_CONFIG=/design/flow/config.mk WORK_HOME=/design/flow/orfs finish
==> out/results.env <==
FLOORPLAN.CORE_AREA_SQ_UM=3690
FIRSTDRTPASSITERS=2
GRT_FIRST_PASS_WIRELENGTH_UM=1410
SYNTH-SIMPLE-AREA-SHARE_PCT=23.0
FA_HA_AREA_SHARE_PCT=55.3
CELLLEAKAGEPOWER_nW=0.276
SETUP_VIOLATIONS=0
FINAL_CELL_MIX='12 x clkdlybuf4s50_1, 10 x and2_1, 8 x inv_1, 5 x nand2_1'
DRIVE_ABOVE_1_SHARE_PCT=16.1
POSTSYNTHCELLCOUNT=43
FINAL_UTIL_PCT=16.0
FINAL.FILL_COUNT=413
MIN-DELAY-PATH-CLASS='input pin to primary output'
FINALCRITPERIODSHARE_PCT=97.9
MUX_SHARE_PCT=0
ENDPOINT_KIND='primary output'
TIMING.MAX_CAP.VIOLATIONS=0
TIMING.MAX_SLEW.REL_SLACK_PCT=91.4
IO_BUFFERS=16
IO_PINS=16
SYNTH.YOSYS.WARNINGS=1
NUMBER_OF_ANTENNA_VIOLATIONS_AT_THE_FIRST_CHECK_IN_GLOBAL_ROUTING=0
GRT_MAX_DEGREE=5
LAYOUT_MIN_CYCLE_TIME_NS=7.54
CHIP_AREA_SQ_UM=6720
FLOORPLANUTILIZATION_PCT=10.3
OPENROAD_WARNINGS=32
WORST_MAX_SLEW_PIN_SLEW_NS=0.129
SYNTH_AREA_LEADER_CELL='fa_1'
POWER.DENSITY_CELL_AREA_nW_PER_UM2=69.5
WORSTPATHMAXFANOUT=2
SYNTH_CELL_TYPES=6
DIE_X_UM=82
CRIT_SLOWEST_CELL='fa_1'
WL_PER_CELL_UM=8.35
FINAL_COMMON_CELL='clkdlybuf4s50_1'
AREA_GROWTH_PCT=54.9
CLOCK_BUFFER_COUNT=0
GRT_SETUP_UNREPAIRED='no'
FIRST_GLOBAL_VIAS=324
YS_CHIP_AREA_SQ_UM=380
TIMING.CRITICAL_PATH.CELLS='clkdlybuf4s50_1 > and2_4 > ha_1 > inv_1 > fa_2 > fa_1 > inv_1 > fa_2 > fa_1 > fa_2 > fa_1 > inv_1 > fa_2 > inv_1 > fa_1 > dlygate4sd2_1'
DRV_SLEW=0
TIMING.CRITICAL_PATH.REQUIRED_NS=6.16
YOSYS.AREA.TOP_TYPE_SHARE_PCT=42.1
MAX_FREQ_GHz=0.133
SYNTH_XOR_XNOR_AREA_SHARE_PCT=0
SYN_AVG_CELL_AREA_SQ_UM=8.85
GRT_USAGE_PCT=2.59
ROWS=22
OUTCOME='finished, final reports clean'
DPL.HPWL_UM=827
CRITICAL-PATH-MAX-STAGE-DELAY_NS=0.48
SYNTH.CELL_AREA_SQ_UM=380
FP.DIEH_UM=82
CRITICAL_PATH.TOP_DELAY_FAMILY='adder cells'
WORST_EP_ARRIVAL_TIME_NS=6.00
YOSYSCELLCOUNT=43
CTS_HOLD_BUFFERS=0
TOP_CELLS_BY_AREA='fa_1 42%, and2_1 18%, buf_4 14%, ha_1 13%, inv_1 7.9%'
SETUP.WORST_PATH.CLASS='input pin to primary output'
POST_SYNTH_AO_OA_AREA_FRACTION_PCT=0
ROUTE.VIAS.TOTAL=291
FINALHOLDWORSTSLACK_NS=3.90
CP_NUM_BUF_INV=6
DRT.ANTENNA.VIOLATING_NETS=0
HOLD_VIOLATIONS=0
LOGIC_FAMILY='adder cells'
SETUP.WORST_PATH.START_CLASS='input pin'
FLOP_AREA_SQ_UM=0
ROUTE.ANTENNA.DIODE_COUNT=0
FIRST_ITER_VIOLATIONS=1
VIAS_PER_CELL=2.80
FINALWEIGHTEDCONGESTION=0.809
N_SEQUENTIAL_CELL=0
POSTSYNTHSEQSHARE_PCT=0
GRT-OVFL-TOTAL=0
POSTROUTEWIRELENGTH_UM=868
DETAILED_ROUTE_DRC_ERROR_COUNT=0
COMBGATEAREA_SQ_UM=310
VDD_IR_DROP_MAX_mV=0.00971
## layer usage
layer  global-route usage [%]  vias up  wire length [um]
met5                        0        -                 0
li1                         -      145                 -
met1                     2.85      139               337
met3                    0.330        0                55
met2                     5.33        7               475
met4                        0        0                 0
## path summary, 6_finish.rpt
path	endpoint	slack [ns]	cells past startpoint	start
hold / removal	prod[0]	3.90	4	b[0]
setup / recovery	prod[6]	0.16	16	b[1]
## synth_stat cells
cell type,n
fa_1,8
and2_1,11
ha_1,4
inv_1,8
nand2_1,5
buf_4,7
## cells by family (layout without fill, tap and decap cells)
logic type	after synthesis	after routing
AND/OR/NAND/NOR	16	16
buffers and inverters	15	28
adder cells (fa/ha/maj)	12	12
## stage by stage
stage          setup slack [ns]  power, mW  area, sq um  setup TNS [ns]  instances
2_1_floorplan             0.634     0.0258          380               0         43
3_3_place_gp             -0.315     0.0430          578          -0.423        104
3_5_place_dp             -0.328     0.0430          578          -0.444        104
4_1_cts                 0.00928     0.0427          579               0        104
5_1_grt                  0.0310     0.0474          589               0        104
6_report                  0.164     0.0409          589               0        104
## power breakdown
group | switching [mW] | total (mW) | internal, mW
Sequential | 0 | 0 | 0
Combinational | 0.0142 | 0.0409 | 0.0268
Clock | 0 | 0 | 0
Total | 0.0142 | 0.0409 | 0.0268
## what timing repair did
item,CTS,global route
gates resized,5,4
pin swaps,2,4
setup buffers,0,0
endpoints found under the setup margin,2,2
gates cloned,0,0
## final cells by class
cell class	count	share of cell area [%]
multi-input combinational	28	52.7
timing repair buffer	20	32.1
tap	48	10.2
inverter	8	5.10
Power is estimated from default activity; no workload was simulated.
