===== run.sh =====
#!/bin/bash
# OpenROAD 26Q1-2900-gdf79404cd8, Yosys 0.63+post, stock flow scripts
make -C /OpenROAD-flow-scripts/flow DESIGN_CONFIG=/design/flow/config.mk WORK_HOME=/design/flow/orfs finish

===== config.mk =====
export PLATFORM = sky130hd
export DESIGN_NAME = bcd_add_sub_src
export DESIGN_NICKNAME = bcd_add_sub_src
export VERILOG_FILES = /design/flow/design.v
export SDC_FILE = /design/flow/constraint.sdc
export NUM_CORES = 4
export LEC_CHECK = 1
export CORE_AREA = 10 10 70 70
export DIE_AREA = 0 0 80 80

===== constraint.sdc =====
current_design bcd_add_sub_src

set clk_period 5.2
set clk_io_pct 0.2

create_clock -name clk0 -period $clk_period

set non_clock_inputs [all_inputs -no_clocks]
set_input_delay [expr $clk_period * $clk_io_pct] -clock clk0 $non_clock_inputs
set_output_delay [expr $clk_period * $clk_io_pct] -clock clk0 [all_outputs]

===== design.v =====
`timescale 1ns / 1ps
module RCA(a,b,cin,sum,cout);
	input [3:0] a,b;   
	input cin;
	output [3:0] sum;
	output cout;
	wire [2:0] p;
	full_adder_9_1 fa1(.a(a[0]),.b(b[0]),.cin(cin),.s(sum[0]),.cout(p[0]));
	full_adder_9_1 fa2(.a(a[1]),.b(b[1]),.cin(p[0]),.s(sum[1]),.cout(p[1]));
	full_adder_9_1 fa3(.a(a[2]),.b(b[2]),.cin(p[1]),.s(sum[2]),.cout(p[2]));
	full_adder_9_1 fa4(.a(a[3]),.b(b[3]),.cin(p[2]),.s(sum[3]),.cout(cout));
endmodule
`timescale 1ns / 1ps
module full_adder_9_1(s,cout,a,b,cin);
output s,cout;
input a,b,cin;
wire w1,w2,w3;
assign s=a^b^cin;
assign cout = a&b | (a^b)&cin;
endmodule
`timescale 1ns / 1ps
module bcd_6(
    input [3:0] sum,
    input cout,
    output f
    );
wire w1,w2,w3;
or o1(w1,sum[1],sum[2]);
and a1(w2,sum[3],w1);
or o2(f,cout,w2);
endmodule
`timescale 1ns / 1ps
module bcd_9_compl(
    input [3:0] a,
    input m,
    output [3:0] f
    );
wire w1,w2,w3,w4,w5,w6,w7,w8,w9,w10,w11;
wire w12,w13,w14,w15,w16;
not n1(w12,m);
not n2(w13,a[0]);
not n3(w14,a[1]);
not n4(w15,a[2]);
not n5(w16,a[3]);
and a1(w1,w12,a[0]);       
and a2(w2,m,w13);
or o1(f[0],w1,w2);
assign f[1] = a[1];
and a3(w3,w14,a[2]);
and a4(w4,a[1],w15);
or o2(w5,w3,w4);
and a5(w6,m,w5);
and a6(w7,w12,a[2]);
or o3(f[2],w7,w6);
and a7(w8,w14,w15,w16);
and a8(w9,m,w8);
and a9(w10,w12,a[3]);
or o4(f[3],w10,w9);
endmodule
`timescale 1ns / 1ps
module bcd_add_sub_src(
    input [3:0] a,
    input [3:0] b,
    input m,
    input cin,
    output [3:0] res,
    output cout
    );
    wire [3:0] intermed_sum;
    wire [3:0] f;
    wire [2:0] u_carry2;
    wire cout_inter;
    wire [3:0] sec_ip;
    wire u;
    wire six_chk;
    bcd_9_compl b1(b,m,f);
    RCA r1(a,f,cin,intermed_sum,cout_inter);
    bcd_6 b2(intermed_sum,cout_inter,six_chk);
    assign sec_ip = {1'b0,six_chk,six_chk,1'b0};
    RCA r2(sec_ip,intermed_sum,m,res,u);
    and a1(cout,!m,six_chk);
endmodule

==> impl_metrics.env <==
# implementation run metrics
export IMPL_flop_count=0
export IMPL_syn_area_per_cell_um2=8.80
export IMPL_hold_violations=0
export IMPL_required_ns=4.16
export IMPL_drc=0
export IMPL_ant_nets=0
export IMPL_syn_area_um2=290
export IMPL_dpl_cell_area_um2=505
export IMPL_max_stage_delay_ns=0.45
export IMPL_cts_setup_buffers=0
export IMPL_synth_warning_count=0
export IMPL_grt_total_usage_pct=2.56
export IMPL_final_max_slew_viol_count=0
export IMPL_fp_util_pct=8.50
export IMPL_die_x_um=80
export IMPL_whs_endpoint="cout"
export IMPL_cap_violations=0
export IMPL_die_h_um=80
export IMPL_drt_total_wl_um=716
export IMPL_worstSetupPathType="in2out"
export IMPL_syn_to_final_growth_pct=75.9
export IMPL_ys_seq_share_pct=0
export IMPL_vdd_drop_max_mv=0.0336
export IMPL_viasPerCell=2.37
export IMPL_gp_congestion=0.737
export IMPL_warnings=33
export IMPL_sequentialPowerShare_pct=0
export IMPL_hold_path_class="in2out"
export IMPL_cp_buffers_inverters=3
export IMPL_antenna_found_initial=0
export IMPL_drive_above_1_share_pct=42.9
export IMPL_core_area_um2=3420
export IMPL_path_cells="buf_8 -> xnor2_2 -> fa_2 -> fa_2 -> fa_2 -> fa_1 -> a21o_1 -> and2_4 -> fa_2 -> inv_2 -> fa_1 -> buf_2"
export IMPL_crit_top_cell="fa_2"
export IMPL_grt_pass1_wl_um=1320
export IMPL_final_area_um2=510
export IMPL_crit_slowest_cell="fa_1"
export IMPL_slew_headroom_pct=85.4
export IMPL_wl_per_cell_um=7.54
export IMPL_worstHoldStart="m"
export IMPL_end_kind="primary output"
export IMPL_fin_crit_sh_pct=97.7
export IMPL_seq_area_um2=0
export IMPL_start_kind="input pin"
export IMPL_comb_power_share_pct=100.0
export IMPL_vias=225
export IMPL_place_hpwl_um=717
export IMPL_syn_inst=33
export IMPL_power_leakage_nw=0.242
export IMPL_power_switching_w=0.0000334
export IMPL_chipArea_um2=6400
export IMPL_drtIter0Drc=2
export IMPL_finalSetupViolCount=0
export IMPL_placed_cells=95
export IMPL_yosysChipArea_um2=290
export IMPL_rows=21
export IMPL_ys_cells=33
export IMPL_io_pin_count=15
export IMPL_firstDrtPassIters=2
export IMPL_n_fill_cell=394
export IMPL_postCtsHoldBufs=0
export IMPL_grt_pass1_vias=283
export IMPL_clockPowerShare_pct=0
export IMPL_rsz0062_at_grt="false"
export IMPL_path_max_fanout=2
export IMPL_overflow=0
export IMPL_p_int_w=0.0000561
export IMPL_num_antenna_cells=0
export IMPL_layout_min_cycle_time_ns=5.08
export IMPL_holdPathStages=4
export IMPL_port_buffers=15
export IMPL_fmax_mhz=197
export IMPL_netSwitchingFraction_pct=37.3
export IMPL_cpLargestDelayFamily="adder cells"
export IMPL_p_per_area_nw_per_um2=175
export IMPL_worst_ep_arrival_time_ns=4.04
export IMPL_tightest_slew_ns=0.213
export IMPL_ys_types=11
export IMPL_status="finished, final reports clean"
export IMPL_clock_buffers=0
export IMPL_instances_no_fill=95
export IMPL_grt_max_degree=5
## layout by cell type, fill, tap and decap left out, drive strengths merged
cell           instances
mux2i                  2
and2                   1
xnor2                  2
ha                     2
nand2                  1
buf                   11
nor2b                  1
clkdlybuf4s50          8
fa                     6
dlygate4sd2            1
inv                   12
a21oi                  1
a21o                   1
## tightest hold or removal path: cells and delay by family
kind / cells / cell delay (ns)
buffers and inverters: 3 / 0.61
AOI/OAI and AO/OA: 1 / 0.04
## cell families (layout without fill, tap and decap cells)
family,count (synthesis),in the layout,share of synthesized area (%)
multiplexers,2,2,6.90
adder cells (fa/ha/maj),8,8,50.0
buffers and inverters,16,32,25.9
AND-OR/OR-AND,2,2,5.60
AND/OR/NAND/NOR,3,3,5.60
XOR/XNOR,2,2,6.04
## metrics by stage
step                setup TNS (ns)  util [%]  hold slack [ns]  worst slack (ns)  power [W]
finish                           0      14.9             2.73             0.119  0.0000895
detailed placement           -1.98      14.8             3.20            -0.770   0.000103
global placement             -1.86      14.8             3.19            -0.730   0.000101
CTS                        -0.0150      14.9             2.74           -0.0150  0.0000939
global route                     0      14.9             2.76            0.0116   0.000105
floorplan                        0         -             2.09            0.0848  0.0000610
## Yosys cell counts
library cell | n | area (µm²)
a21oi_2 | 1 | 8.76
nand2_1 | 1 | 3.75
nor2b_1 | 1 | 6.26
ha_1 | 2 | 25.0
a21o_1 | 1 | 7.51
fa_1 | 6 | 120
xnor2_1 | 2 | 17.5
inv_1 | 12 | 45.0
buf_4 | 4 | 30.0
mux2i_1 | 2 | 20.0
and2_1 | 1 | 6.26
## power by group through the flow
| stage | Combinational [W] | Clock (W) | Sequential [W] |
|---|---|---|---|
| 4_1_cts | 0.0000939 | 0 | 0 |
| 5_1_grt | 0.000105 | 0 | 0 |
| 6_report | 0.0000895 | 0 | 0 |
## worst max path at each step
stage / startpoint / endpoint / slack, ns / cells past startpoint
4_1_cts: m / res[2] / -0.02 / 12
5_1_grt: b[0] / res[2] / 0.01 / 12
6_report: m / res[2] / 0.12 / 12
## cell type report
| cell class | instances | area (µm²) | share of cell area, % |
|---|---|---|---|
| Multi-Input combinational cell | 17 | 235 | 46.1 |
| Timing Repair Buffer | 20 | 173 | 33.8 |
| Tap cell | 46 | 57.6 | 11.3 |
| Inverter | 12 | 45.0 | 8.82 |
## metal layers
| metal | track usage, % | routed length (µm) | vias up |
|---|---|---|---|
| met5 | 0 | 0 | - |
| met4 | 0 | 0 | 0 |
| met3 | 1.14 | 96 | 0 |
| met2 | 3.77 | 294 | 10 |
| met1 | 3.58 | 326 | 94 |
| li1 | - | - | 121 |
## timing repair
action / 4_1_cts / 5_1_grt
endpoints found under the setup margin: 4 / 2
pin swaps: 9 / 3
resized: 36 / 0
endpoints found under the hold margin: 0 / 0
Power figures rest on the tool's default switching activity, not on a simulated workload.
